$ cat design/flow/design.v
`timescale 1ns / 1ps
module SADCompare6x3(sad1, sad2, sad3, sad4, sad5, sad6, index1, index2, index3, index4, index5, index6,
    sadout1, sadout2, sadout3, indexOut1, indexOut2, indexOut3);
    input [31:0] sad1, sad2, sad3, sad4, sad5, sad6, index1, index2, index3, index4, index5, index6;
    reg [31:0]indexout;
    reg [6:0] i;
    reg signed [31:0] indextemp, indexCoorCalc;
    output reg [31:0] sadout1, sadout2, sadout3, indexOut1, indexOut2, indexOut3;
    always @ (sad1, sad2, sad3, sad4, sad5, sad6) begin
        if (sad1 < sad2)begin
            sadout1 <= sad1; 
            indexOut1 <= index1;
        end
        else begin
            sadout1 <= sad2;
            indexOut1 <= index2;
        end
        if (sad3 < sad4)begin
            sadout2 <= sad3;
            indexOut2 <= index3;
        end
        else begin
            sadout2 <= sad4;
            indexOut2 <= index4;
        end
        if (sad5 < sad6)begin
            sadout3 <= sad5;
            indexOut3 <= index5;
        end
        else begin
            sadout3 <= sad6;
            indexOut3 <= index6;
        end
    end
endmodule
$ cat design/flow/run.sh
#!/bin/bash
# OpenROAD 26Q1-2900-gdf79404cd8, Yosys 0.63+post, stock flow scripts
make -C /OpenROAD-flow-scripts/flow DESIGN_CONFIG=/design/flow/config.mk WORK_HOME=/design/flow/orfs finish
$ cat design/flow/config.mk
export PLATFORM = sky130hd
export DESIGN_NAME = SADCompare6x3
export DESIGN_NICKNAME = SADCompare6x3
export VERILOG_FILES = /design/flow/design.v
export SDC_FILE = /design/flow/constraint.sdc
export NUM_CORES = 4
export LEC_CHECK = 1
export CORE_AREA = 10 10 226 226
export DIE_AREA = 0 0 236 236
$ cat design/flow/constraint.sdc
current_design SADCompare6x3

set clk_period 12.9
set clk_io_pct 0.2

create_clock -name clk0 -period $clk_period

set non_clock_inputs [all_inputs -no_clocks]
set_input_delay [expr $clk_period * $clk_io_pct] -clock clk0 $non_clock_inputs
set_output_delay [expr $clk_period * $clk_io_pct] -clock clk0 [all_outputs]
==> deck_impl_summary.md <==
Physical Implementation Snapshot

Status
  – Outcome: finished clean

Power and ir drop
  – Total Power Consumption: 445 uW
  – Power per unit of standard cell area: ~40 nW/um2
  – Worst VDD drop: 21.4 uV
  – Leakage power total: between 4 and 5 nW

Clock tree
  – Total of hold buffers inserted after clock tree synthesis: 0
  – Gates resized, CTS repair: 0
  – Buffer count from post-CTS setup fixing: 0

Layout
  – Fraction of layout instances using a drive strength above 1: between 15 and 20%
  – Post-route core utilization: between 20% and 30%
  – Area used by multi-input combinational logic: 4150 um2
  – P&R area growth vs syn: 136%
  – Commonest non-fill, non-tap cell in the layout: sky130_fd_sc_hd__clkdlybuf4s50_1
  – Most frequently placed logic cells in the final layout: sky130_fd_sc_hd__clkdlybuf4s50_1 (576), sky130_fd_sc_hd__mux2_2 (177), sky130_fd_sc_hd__inv_1 (93), sky130_fd_sc_hd__ha_1 (93), sky130_fd_sc_hd__a21oi_1 (30)
  – Tally of clock buffers in the finished layout: 0
  – Fillers: between 4000 and 5000
  – Register area: 0 um2
  – Post-route standard cell area excluding fillers: between 10000 and 15000 um2
  – Flop count: 0

Route
  – Routed wire length per instance: around 18 um
  – DRC violation count after routing: 0
  – Number of detailed-routing iterations run before antenna repair: 4
  – Post-Route WL: approximately 30 mm
  – Tally of nets with antenna violations remaining after routing: 0
  – Routed via count divided by cell count: around 3.5
  – Via count: 5989
  – 1st-iter DRT viols: 104

GRT
  – Antenna violations before repair: 4
  – Number of global-route vias before repair: roughly 6400
  – Remaining Overflow, GRT: 0
  – Total global routing track utilization: between 10 and 15%
  – Global-route wire length before repair: 43.5 mm
  – Pin count of the biggest net entering global routing: 39

Critical path
  – Category of the worst setup path launch point: primary input
  – Crit path DRT: 10.32 ns
  – Setup CP Type: primary input to output pin
  – Crit-path max FO: 38
  – Nature of the critical path endpoint: output pin
  – Signal arrival time at the worst endpoint: 6.85 ns

Yosys
  – Ys Warns: 1
  – Register area share after synthesis: 0%
  – Mapped cell area: roughly 4700 um2
  – Number of standard cells reported by yosys: around 530
  – Synth top area cells: sky130_fd_sc_hd__mux2_2 (42%), sky130_fd_sc_hd__ha_1 (25%), sky130_fd_sc_hd__inv_1 (7.4%)
  – Avg Synthesized Cell Area: approximately 9 um2
  – Post-Syn Instances: 533
  – Yosys synthesis chip area: approximately 4700 um2
  – Distinct cell type count of the synthesized netlist: 22
  – Cell type with the highest aggregate area in the netlist: sky130_fd_sc_hd__mux2_2
  – Fraction of post-synthesis cell area in the top cell type by area: between 40% and 50%

Flow run
  – Max-cap check violation count: 0
  – Tally of OpenROAD warnings: 32

Floorplanning
  – Chip Width: roughly 240 um
  – Die footprint: between 50000 and 60000 um2
  – Vertical die dimension: approximately 240 um
  – Std-Cell Rows: between 70 and 80
  – Starting utilization of the core area: 10.1%
  – IO Pins: 576
  – Core region area: approximately 46000 um2

Final timing
  – Setup-violating endpoint count in the final report: 0
  – RSZ-0062 raised after global routing: false
  – Final Critical Period: between 9 and 10 ns
  – Normalized max-slew margin: between 50% and 60%
  – Peak Freq: about 0.11 GHz
  – Part of the cycle the worst path needs: 73.1%
  – Final hold violations: 0
  – Transition time at the pin with the least slew margin: ~0.73 ns
  – Final setup TNS: 0 ns
  – Final Max Slew Viols: 0

Placed design
  – Placement Cell Area: around 11000 um2
  – Hpwl dp: 27.9 mm
  – RePlAce Congestion: ~0.96
  – Total of buffers placed on input and output ports: about 580

Hold path
  – Type of the tightest min-delay check: primary input to output pin
[final timing paths]
check / startpoint / end / slack, ns / depth (start not counted)
hold / removal: index6[27] / indexOut3[27] / 6.18 / 3
setup / recovery: sad2[2] / sadout1[11] / 3.47 / 12
[worst max-delay path, stage by stage]
cell                              delay [ns]
sky130_fd_sc_hd__clkdlybuf4s50_1        0.49
sky130_fd_sc_hd__inv_1                  0.05
sky130_fd_sc_hd__ha_1                   0.28
sky130_fd_sc_hd__a211o_1                0.29
sky130_fd_sc_hd__a31oi_1                0.17
sky130_fd_sc_hd__o221ai_1               0.18
sky130_fd_sc_hd__a211o_1                0.39
sky130_fd_sc_hd__a211oi_4               0.68
sky130_fd_sc_hd__buf_4                  0.36
sky130_fd_sc_hd__buf_4                  0.47
sky130_fd_sc_hd__mux2_2                 0.40
sky130_fd_sc_hd__clkdlybuf4s50_1        0.50
[per-layer routing]
layer  track usage, %  vias to the layer above  part of all wire, %
li1                 -                     3077                    -
met1             12.1                     2668                   40
met4             1.71                        0                  1.2
met3             2.90                       13                  7.3
met5                0                        -                    0
met2             18.2                      231                   51
[metrics by stage]
stage          hold WS [ns]  instances  worst slack [ns]
6_report               6.18       1709              3.47
2_1_floorplan          5.23        533              5.61
3_5_place_dp           6.19       1704              3.27
4_1_cts                6.19       1704              3.29
3_3_place_gp           6.19       1704              3.30
5_1_grt                6.22       1708              3.11
[cell families after synthesis]
kind of cell / Yosys count / synth area share, %
compound gates: 66 / 9.97
fa+ha+maj: 93 / 24.7
mux: 192 / 46.0
buf+inv: 111 / 11.7
simple gates: 71 / 7.61
[synth_stat cells, drive strengths merged]
cell type  count
a211o          6
a211oi         3
a21o           6
a21oi         30
a221o          6
a221oi         3
a31oi          3
and2           3
and4           7
buf           18
ha            93
inv           93
mux2         192
nand2         23
nand2b         3
nand3          9
nand4          9
nor2          14
o21ai          6
o221ai         3
or3            3
[final cells by class]
class                      instances  area share, %
tap                              607           6.85
antenna                            5          0.113
multi-input combinational        422           37.5
inverter                          93           3.15
timing repair buffer             582           52.4
[power by group]
| group | switching (mW) | leakage, nW | total, mW | internal [mW] |
|---|---|---|---|---|
| Sequential | 0 | 0 | 0 | 0 |
| Combinational | 0.131 | 4.58 | 0.445 | 0.314 |
| Clock | 0 | 0.0000317 | 0.0000000523 | 0.0000000523 |
| Total | 0.131 | 4.58 | 0.445 | 0.314 |
Power is estimated from default activity; no workload was simulated.
