$ cat flow/design.v
`timescale 1ns / 1ps
module SADCompare14x7(sad1, sad2, sad3, sad4, sad5, sad6, sad7, sad8, sad9, sad10, sad11, sad12, sad13, sad14,
    index1, index2, index3, index4, index5, index6, index7, index8, index9, index10, index11, index12, index13, index14, 
    sadout1, sadout2, sadout3, sadout4, sadout5, sadout6, sadout7, 
    indexOut1, indexOut2, indexOut3, indexOut4, indexOut5, indexOut6, indexOut7);
    input [31:0] sad1, sad2, sad3, sad4, sad5, sad6, sad7, sad8, sad9, sad10, sad11, sad12, sad13, sad14,
    index1, index2, index3, index4, index5, index6, index7, index8, index9, index10, index11, index12, index13,index14;
    reg [31:0]indexout;
    reg [6:0] i;
    reg signed [31:0] indextemp, indexCoorCalc;
    output reg [31:0] sadout1, sadout2, sadout3, sadout4, sadout5, sadout6, sadout7, 
                      indexOut1, indexOut2, indexOut3, indexOut4, indexOut5, indexOut6, indexOut7;
    always @ (sad1, sad2, sad3, sad4, sad5, sad6, sad7, sad8, sad9, sad10, sad11, sad12, sad13, sad14) begin
        if (sad1 < sad2)begin
            sadout1 <= sad1;
            indexOut1 <= index1;
        end
        else begin
            sadout1 <= sad2;
            indexOut1 <= index2;
        end
        if (sad3 < sad4)begin
            sadout2 <= sad3;
            indexOut2 <= index3;
        end
        else begin
            sadout2 <= sad4;
            indexOut2 <= index4;
        end
        if (sad5 < sad6)begin
            sadout3 <= sad5;
            indexOut3 <= index5;
        end
        else begin
            sadout3 <= sad6;
            indexOut3 <= index6;
        end
        if (sad7 < sad8)begin
            sadout4 <= sad7;
            indexOut4 <= index7;
        end
        else begin
            sadout4 <= sad8;
            indexOut4 <= index8;
        end
        if (sad9 < sad10)begin
            sadout5 <= sad9;
            indexOut5 <= index9;
        end
        else begin
            sadout5 <= sad10;
            indexOut5 <= index10;
        end
        if (sad11 < sad12)begin
            sadout6 <= sad11;
            indexOut6 <= index11;
        end
        else begin
            sadout6 <= sad12;
            indexOut6 <= index12;
        end
        if (sad13 < sad14)begin
            sadout7 <= sad13;
            indexOut7 <= index13;
        end
        else begin
            sadout7 <= sad14;
            indexOut7 <= index14;
        end
    end
endmodule
$ cat flow/run.sh
#!/bin/bash
# OpenROAD 26Q1-2900-gdf79404cd8, Yosys 0.63+post, stock flow scripts
make -C /OpenROAD-flow-scripts/flow DESIGN_CONFIG=/design/flow/config.mk WORK_HOME=/design/flow/orfs finish
$ cat flow/config.mk
export PLATFORM = sky130hd
export DESIGN_NAME = SADCompare14x7
export DESIGN_NICKNAME = SADCompare14x7
export VERILOG_FILES = /design/flow/design.v
export SDC_FILE = /design/flow/constraint.sdc
export NUM_CORES = 4
export LEC_CHECK = 1
export CORE_AREA = 10 10 514 514
export DIE_AREA = 0 0 524 524
$ cat flow/constraint.sdc
current_design SADCompare14x7

set clk_period 25.0
set clk_io_pct 0.2

create_clock -name clk0 -period $clk_period

set non_clock_inputs [all_inputs -no_clocks]
set_input_delay [expr $clk_period * $clk_io_pct] -clock clk0 $non_clock_inputs
set_output_delay [expr $clk_period * $clk_io_pct] -clock clk0 [all_outputs]
==> results.txt <==
yosys + openroad results -> run status=finished clean, cell area power density=25.8 nW/um^2, area delta synth->final=164%, Max IR drop VDD=0.0000142 V, Core Area=252000 um^2, Req. time, crit path=20.00 ns, via count=16000, P_leak=10.7 nW, gr usage total=13.6%, CP endpoint kind=output port, Flops=0, post-synth cell types=36, dpl hpwl=187 mm, area fraction of the dominant cell type after synthesis=43.3%, WL final=195 mm, Port Buf Inserts=1344, Synth top cells by count=mux2_2 (416), ha_1 (217), inv_1 (217), Crit path largest cell delay=0.76 ns, area of the mapped netlist=10800 um^2, Final Util=11.3%, worst slew pin tran=1.11 ns, cell count listed in synth_stat.txt=1242, hold buffer count at CTS=0, CP Cell Sequence=clkdlybuf4s50_1 -> inv_1 -> ha_1 -> a211o_1 -> a21oi_1 -> o31ai_1 -> buf_4 -> a2111o_1 -> a21oi_4 -> buf_4 -> mux2_1 -> clkdlybuf4s50_1, postcts setup bufs=0, Sw Share=47.7%, part of the power in the clock network=0%, Placer Congestion=0.988, Final setup viols=0, First-pass DRT Iterations=7, peak fanout along the critical path=42, f_max=0.0663 GHz, leading area contributor after synthesis=mux2_2, Yosys Chip Area=10800 um^2, DRC Markers=0, Critical Path Source Type=input pin, fin worst setup slack=9.93 ns, Flop area=0 um^2, vias in the first global route=16800, floorplan utilization=4.30%, Max-Cap Viols=0, Critical Path AT=10.07 ns, clkbuf count=0, largest net degree at the start of global routing=65, crit share post-route=60.3%, first-pass GRT wire length=228 mm, Post-CTS Resized=0, CP max-delay cell=clkdlybuf4s50_1, full die area=275000 um^2, Top Ports=1344, Power, Total=0.736 mW, WL/cell=32.7 um, First DRT Iteration DRCs=530, ANT nets after route=0, Die Span X=524 um, Tmin final=15.07 ns, hold depth=3, kind of critical path=in -> out, unrepaired setup endpoints after global routing=no, pre-CTS WS=9.74 ns, Hold Startpoint=index10[20], Die Y=524 um, combinational fraction of design power=100.0%, Site Rows=184, yosys warns=1, setup TNS=0 ns, syn avg cell area=8.72 um^2, initial antenna violation count=113, Internal=0.385 mW, ratio of cells with drive above 1 in the final layout=17.9%, sequential share of the synthesized area=0%, Synth top cell by count=mux2_2, Final Max Tran Viols=0, Final Hold Fails=0, hold endpoint=indexOut5[20], Slew headroom=25.5%, HP Class=in -> out, sequential power share=0%, post-DR vias/cell=2.68, top cells, area=mux2_2 (43%), ha_1 (25%), inv_1 (7.5%), cell count after synthesis=1242, GRT overflow=0, Sw Pwr=0.351 mW, Tool Warnings=32
-- metrics by stage --
step	instance area, um^2	cells	hold slack (ns)
floorplan	10800	1242	10.07
global placement	28500	5930	11.02
detailed placement	28500	5930	11.02
CTS	28500	5930	11.03
global route	28500	5935	11.05
finish	28600	5971	11.02
-- power by group through the flow --
stage	clock network (mW)	logic (mW)	registers (mW)
after CTS	0	0.770	0
after global routing	0.0000000275	0.798	0
final	0.000000228	0.736	0
-- worst max-delay path, delay by kind of cell --
family | cells | cell delay (ns)
multiplexers | 1 | 0.48
buffers and inverters | 5 | 2.15
AND-OR/OR-AND | 5 | 2.03
adder cells (fa/ha/maj) | 1 | 0.29
-- cell families after synthesis --
| group | Yosys count | synth area share (%) |
|---|---|---|
| adders and majority gates | 217 | 25.1 |
| muxes | 448 | 46.6 |
| AOI/OAI and AO/OA | 159 | 9.90 |
| and+or+nand+nor | 159 | 7.81 |
| buffers and inverters | 259 | 10.6 |
-- worst max-delay path by stage --
stage | cells after the start | slack [ns] | from | end
global route | 12 | 9.80 | sad14[5] | sadout7[7]
CTS | 12 | 9.73 | sad14[5] | sadout7[7]
finish | 12 | 9.93 | sad14[5] | sadout7[7]
-- layer usage --
| metal | vias up | GRT usage, % | routed length [um] |
|---|---|---|---|
| met1 | 7446 | 15.8 | 74500 |
| met3 | 147 | 9.74 | 32700 |
| li1 | 7274 | - | - |
| met5 | - | 0 | 325 |
| met2 | 1082 | 21.2 | 84900 |
| met4 | 50 | 1.17 | 2510 |
-- cell type report --
class / instances / area (um^2)
tap: 3348 / 4190
multi-input combinational: 983 / 9700
antenna: 41 / 103
inverter: 217 / 815
timing repair buffer: 1382 / 13800
fill: 28900 / 224000
-- cell usage in the layout (no fill, tap or decap), drive strengths merged, types with 7 or more instances in the layout --
master / instances
inv: 217
nand4: 30
a221oi: 12
a21oi: 70
ha: 217
a31oi: 7
a211o: 8
nand2b: 9
buf: 38
mux2: 448
nor2: 18
o21ai: 23
nand2: 43
diode: 41
a21o: 10
nand3: 28
clkdlybuf4s50: 1344
and4: 16
Power figures rest on the tool's default switching activity, not on a simulated workload.
