**/design/flow/run.sh**
```bash
#!/bin/bash
# OpenROAD 26Q1-2900-gdf79404cd8, Yosys 0.63+post, stock flow scripts
make -C /OpenROAD-flow-scripts/flow DESIGN_CONFIG=/design/flow/config.mk WORK_HOME=/design/flow/orfs finish
```
**/design/flow/constraint.sdc**
```tcl
current_design RegisterFile

set clk_period 4.9
set clk_io_pct 0.2

create_clock -name clk0 -period $clk_period [get_ports {Clk}]

set non_clock_inputs [all_inputs -no_clocks]
set_input_delay [expr $clk_period * $clk_io_pct] -clock clk0 $non_clock_inputs
set_output_delay [expr $clk_period * $clk_io_pct] -clock clk0 [all_outputs]
```
**/design/flow/design.v**
```verilog
`timescale 1ns / 1ps
module RegisterFile(ReadRegister1, ReadRegister2, WriteRegister, WriteData, RegWrite, Clk, ReadData1, ReadData2, v0, v1);
   input [4:0] ReadRegister1, ReadRegister2, WriteRegister;
   input RegWrite;
   output reg[31:0] ReadData1, ReadData2, v0, v1;
   input [31:0] WriteData;
   input Clk;
   reg [31:0] RegFile [0:31];
   initial begin
        RegFile[0] <= 32'h00000000;
        RegFile[1] <= 32'h00000000;
        RegFile[2] <= 32'h00000000;
        RegFile[3] <= 32'h00000000;
        RegFile[8] <= 32'h00000000;
        RegFile[9] <= 32'h00000000;
        RegFile[10] <= 32'h00000000;
        RegFile[11] <= 32'h00000000;
        RegFile[12] <= 32'h00000000;
        RegFile[13] <= 32'h00000000;
        RegFile[14] <= 32'h00000000;
        RegFile[15] <= 32'h00000000;
        RegFile[16] <= 32'h00000000;
        RegFile[17] <= 32'h00000000;
        RegFile[18] <= 32'h00000000;
        RegFile[19] <= 32'h00000000;
        RegFile[20] <= 32'h00000000;
        RegFile[21] <= 32'h00000000;
        RegFile[22] <= 32'h00000000;
        RegFile[23] <= 32'h00000000;
        RegFile[24] <= 32'h00000000;
        RegFile[25] <= 32'h00000000;
        RegFile[29] <= 32'd252; 
        RegFile[31] <= 32'h00000000;
    end
   always @(posedge Clk) begin
        if(RegWrite == 1) begin
            RegFile[WriteRegister] <= WriteData;
        end 
        else begin
            RegFile[WriteRegister] <= RegFile[WriteRegister];
        end
   end
   always @(negedge Clk) begin
        ReadData1 = RegFile[ReadRegister1];
        ReadData2 = RegFile[ReadRegister2];
        v0 <= RegFile[2];
        v1 <= RegFile[3];
   end
endmodule
```
**/design/flow/config.mk**
```make
export PLATFORM = sky130hd
export DESIGN_NAME = RegisterFile
export DESIGN_NICKNAME = RegisterFile
export VERILOG_FILES = /design/flow/design.v
export SDC_FILE = /design/flow/constraint.sdc
export NUM_CORES = 4
export LEC_CHECK = 1
export CORE_UTILIZATION = 30
```
==> GITHUB_STEP_SUMMARY <==
### Flow metrics

| Metric | Value |
|---|---|
| Port Buf Inserts | 176 |
| Chip Area, Yosys | 51,400 um2 |
| Syn-to-layout area delta | 24.7% |
| Min Hold Slack | between 1 and 1.5 ns |
| GR peak layer | met2 |
| Max-Cap Viols | 0 |
| Placement row count | 151 |
| Sequential fraction of the synthesis area | around two thirds |
| Synth area leaders | edfxtp_1, mux2i_1, dfxtp_1 |
| Status | complete, no violations |
| Insertion delay at the late pin of the worst-skew pair | 0.74 ns |
| Peak supply drop | a little under 0.0003 V |
| CP Class | input port to flip-flop |
| Placed wire-length estimate | 109,000 um |
| Placed inst area | 59,200 um2 |
| Ys Warns | 1 |
| Final core utilization | 37.7% |
| M1 GR Usage | 25.5% |
| GRT Total Usage | 19.7% |
| Lkg Pwr | 24.8 nW |
| Synth area leader | edfxtp_1 |
| Crit path required time | 3.03 ns |
| WP data arrival | between 3 and 4 ns |
| Clock Sinks | 1,152 |
| Fin Clk Skew | 0.0315 ns |
| Ys cells | around 3,500 |
| 1st-iter DRT viols | between 2,000 and 2,500 |
| RSZ-0062 raised after global routing | no |
| Fin area | about 64,000 um2 |
| M3 GR Usage | 9.90% |
| Syn Area/Cell | 14.6 um2 |
| Worst Tran Pin Value | 1.02 ns |
| Clk slew on worst S/H paths | approximately 0.06 ns |
| Post-synth ARST share | 0% |
| Io pins | 177 |
| Largest net degree at the start of global routing | around 44 |
| Vias per inst | 5.19 |
| Initial antenna violation count | 6 |
| Routed Antenna Nets | 0 |
| Post-synth EDFFs | 1,024 |
| Die ar. | 173,000 um2 |
| Setup WS pre-CTS | -0.861 ns |
| FILL cells | 15,600 |
| CP Launch Type | input port |
| FF-to-FF setup slack | 0.78 ns |
| Grt total ovfl | 0 |
| Finished Layout Cells | between 6,000 and 7,000 |
| Gpl congestion | between 0.9 and 1 |
| Die x size | 416 um |
| Hold buffer count at CTS | 0 |
| Maximum fanout along the worst path | 38 |
| Total routed wirelength | 163,000 um |
| CTS Buffer Depth | 3 |
| Min-Delay Path Depth | 2 |
| Via count of the routed design | 33,500 |
| CP endpoint kind | flip-flop |
| DRC | 0 |
| Mapped Area | ~51,000 um2 |
| R2r startpoint | RegFile[3][31] |
| Slew HR | 31.8% |
| Setup violators final | 0 |
| Worst min-delay path category | input port to flip-flop |
| Share of cells above drive strength 1 | 18.4% |
| Area share, top type | 59.9% |
| First-pass GRT wire length | 237,000 um |
| Chip height | 416 um |
| Critical hold path startpoint | WriteData[4] |
| Pre-Repair DR Iteration Count | 5 |
| Unique cell types | 25 |
| Post-route setup slack | 0.0165 ns |
| Worst R2R Path Depth | 7 |
| Core area | around 170,000 um2 |
| CTS buffer count | 116 |
| Placed Cells | 6,099 |
| Init Core Util | roughly 30% |
| Flops after synth | around 1,200 |
| H-tree Lvls | 3 |
| Mapped Cells | 3,515 |
| Final Hold Violating Endpoints | 0 |
| Number of global-route vias before repair | 34,700 |
| Clk root buf | clkbuf_16 |
| Post-DR wirelength/cell | about 25 um |
| Top cells by count | edfxtp_1, mux2i_1, nand2_1 |
| Pwr per Cell Area | between 300 and 400 nW/um2 |
| Hold EP | RegFile[2][4] |
| CTS tree | yes |
| Tool warnings | 154 |
| Worst R2R End | ReadData1[31] |
| Pins Over Slew Limit | 0 |
| Synth Flop Type | edfxtp_1 |
| GR Util met2 | 29.6% |
==> registers in the layout (all words and copies together) (netlist names) <==
| name | cells |
|---|---|
| ReadData2 | 32 |
| v1 | 32 |
| v0 | 32 |
| ReadData1 | 32 |
| RegFile | 1024 |
==> stage by stage <==
stage	setup TNS [ns]	total power, W
after detailed placement	-41.71	0.0135
after global placement	-41.79	0.0135
after floorplan	0	0.0123
after CTS	0	0.0231
final	0	0.0230
after global routing	0	0.0237
==> cell usage in the layout, fill, tap and decap left out, types with 31 or more instances in the layout <==
master | Yosys | final
a21oi_1 | 192 | 192
a22o_1 | 128 | 128
a22oi_1 | 192 | 192
a31oi_1 | 64 | 49
buf_12 | 0 | 100
buf_4 | 47 | 340
clkbuf_16 | 0 | 128
clkdlybuf4s50_1 | 0 | 44
dfxtp_1 | 128 | 62
dfxtp_2 | 0 | 35
dfxtp_4 | 0 | 31
dlygate4sd2_1 | 0 | 127
edfxtp_1 | 1024 | 1024
inv_1 | 1 | 135
mux2i_1 | 1024 | 1024
nand2_1 | 195 | 193
nand3_1 | 194 | 192
nor2_4 | 0 | 34
nor3_1 | 64 | 63
==> logic make-up (layout without fill, tap and decap cells) <==
logic type	Yosys count	after routing	share of synthesized area, %
muxes	1024	1024	20.0
DFF	1152	1152	64.9
AOI/OAI and AO/OA	576	576	7.64
and+or+nand+nor	509	509	4.48
other	0	4	0
buffers and inverters	254	973	3.06
==> layer usage <==
layer / up-vias / routed length, um / share of wire, %
li1: 15100 / - / -
met1: 16500 / 62600 / 38
met2: 1660 / 74500 / 46
met3: 272 / 19500 / 12
met4: 4 / 6360 / 3.9
met5: - / 23 / 0.014
==> power by group <==
| group | leakage (nW) | switching, W | internal (W) |
|---|---|---|---|
| Clock | 2.74 | 0.00411 | 0.00575 |
| Combinational | 11.7 | 0.00117 | 0.000898 |
| Sequential | 10.3 | 0.000150 | 0.0109 |
==> worst max-delay path by stage <==
stage / slack, ns / endpoint / from / cells past startpoint
finish: 0.02 / ReadData1[13] / ReadRegister1[0] / 9
CTS: 0.005 / ReadData2[19] / ReadRegister2[2] / 11
global route: 0.0006 / ReadData1[8] / ReadRegister1[0] / 10
==> final cells by class <==
class	instances	area, um2	area share, %
clock buffers	150	3390	5.30
well taps	2218	2780	4.33
multi-input cells	2109	16900	26.4
diodes	4	10.0	0.0156
repair buffers	624	6290	9.82
flip-flops and latches	1152	33500	52.3
clock inverters	199	1210	1.89
==> critical path: stages <==
cell and delay (ns):
clkdlybuf4s50_1 0.52, buf_4 0.21, nor2b_4 0.12, buf_12 0.19, buf_4 0.16, buf_12 0.22, a22oi_1 0.12, a31oi_1 0.30
nand3_1 0.10
==> timing repair <==
action                     4_1_cts  5_1_grt
pin swaps                        1        1
gates resized                  237       19
cloned                           0        1
setup endpoints to repair      138       32
setup buffers                    5        0
Power is estimated from default activity; no workload was simulated.
